File: design/flow/run.sh
#!/bin/bash
# OpenROAD 26Q1-2900-gdf79404cd8, Yosys 0.63+post, stock flow scripts
make -C /OpenROAD-flow-scripts/flow DESIGN_CONFIG=/design/flow/config.mk WORK_HOME=/design/flow/orfs finish
File: design/flow/config.mk
export PLATFORM = sky130hd
export DESIGN_NAME = eightbitcomparator
export DESIGN_NICKNAME = eightbitcomparator
export VERILOG_FILES = /design/flow/design.v
export SDC_FILE = /design/flow/constraint.sdc
export NUM_CORES = 4
export LEC_CHECK = 1
export CORE_AREA = 10 10 70 70
export DIE_AREA = 0 0 80 80
File: design/flow/constraint.sdc
current_design eightbitcomparator

set clk_period 2.3
set clk_io_pct 0.2

create_clock -name clk0 -period $clk_period

set non_clock_inputs [all_inputs -no_clocks]
set_input_delay [expr $clk_period * $clk_io_pct] -clock clk0 $non_clock_inputs
set_output_delay [expr $clk_period * $clk_io_pct] -clock clk0 [all_outputs]
File: design/flow/design.v
module eightbitcomparator(a,b,gr,eq,le);
input [7:0] a,b;
output reg gr,eq,le;
wire [7:0] g,e,l;
onebitcomparator U7(a[7],b[7],g[7],e[7],l[7]);
onebitcomparator U6(a[6],b[6],g[6],e[6],l[6]);
onebitcomparator U5(a[5],b[5],g[5],e[5],l[5]);
onebitcomparator U4(a[4],b[4],g[4],e[4],l[4]);
onebitcomparator U3(a[3],b[3],g[3],e[3],l[3]);
onebitcomparator U2(a[2],b[2],g[2],e[2],l[2]);
onebitcomparator U1(a[1],b[1],g[1],e[1],l[1]);
onebitcomparator U0(a[0],b[0],g[0],e[0],l[0]);
always @(*) begin
    gr=0;eq=1;le=0;
    for(integer i=7;i>=0;i=i-1) begin
        if(e[i]==0) begin
            gr=g[i];
            eq=0;
            le=l[i];
            i=-1;
        end
    end
end
endmodule
module onebitcomparator(a,b,gr,eq,le);
input a,b;
output reg gr,eq,le;
always @(*) begin
    gr=a & ~b;
    eq= ~(a^b);
    le=~a & b;
end
endmodule
==> results_slide.txt <==
Flow Results at a Glance

Final timing
  • Final Hold Vio Count: 0
  • Fmax: 452 MHz
  • Final Max Slew Viols: 0
  • Actual slew at the worst max-slew pin: 0.241 ns
  • Endpoints failing setup: 0
  • Final Cycle Share: 96.2%
  • Final TNS setup: 0 ns
  • Rel. slew slack: 84.0%
  • Unrepaired setup endpoints after global routing: no
  • Period minus WS final: between 2 and 2.5 ns

Min path
  • Hold Crit Class: in2out
  • Min-Delay Endpoint: le
  • Worst Hold Depth: 6
  • Worst min-delay path startpoint: a[0]

Drt
  • Routed WL: approximately 1.2 mm
  • DR pass1 iterations: 2
  • Via count: 458
  • Diodes inserted: 0
  • DR WL/cell: 8.82 um
  • Top sig layer: met3
  • Met2 wire len: around 620 um
  • DRC viols: 0
  • Met3 wire length: 20 um
  • Routed length on met1: 510 um
  • Initial DRC count: 1
  • Via/cell ratio: 3.50
  • Antenna viol nets, final: 0

Run status
  • Status: finished, final reports clean

Run
  • Number of max-cap violations: 0
  • OpenROAD warning count: around 40

Synth
  • Sequential area share after synthesis: 0%
  • Synthesis area per yosys: 438 um2
  • Cell Area, Synth: 438 um2
  • Cell count after synthesis: 56
  • Area leader, netlist: ha_1
  • Cell Type Count: 14
  • Synth top area share: 45.7%
  • Number of cells in Yosys stat: 56
  • Yosys warns: 2
  • Synth Area per Inst: 7.82 um2
  • Synth top area cells: ha_1 46%, inv_1 15%, a221oi_2 6.9%, or3b_1 6.0%, mux2_1 5.1%

Worst setup path
  • Critical path's top delay family: buffers and inverters
  • Crit Path Max Fanout: 3
  • Arr. time, crit path: 1.75 ns
  • Startpoint Class: primary input
  • Required time of the critical path: 1.84 ns
  • Worst setup EP type: output pin
  • WS Path Type: in2out
  • Slowest stage delay, CP: 0.30 ns
  • Crit path buffers/inverters: 2
  • Critical path's slowest cell: mux2_4
  • Cell Chain, Critical Path: dlygate4sd2_1 > ha_4 > mux2_4 > o211ai_1 > a221oi_2 > buf_2
  • Critical path depth in cells: 6

Placed design
  • Gpl congestion: between 0.7 and 0.8
  • Hpwl dp: 1.04 mm
  • I/O Buffers: 19

Finish
  • # fillers: 382
  • Register area: 0 um2
  • Clkbuf count: 0
  • Flip-flops: 0
  • Layout cells sized above 1: 40.0%
  • Gate Area: 485 um2
  • P&R area growth vs syn: 94.9%

Power and ir drop
  • Power Dens Cells: ~180 nW/um2
  • Leakage: 0.441 nW
  • Total design power: roughly 150 uW
  • VDD IR max: between 30 and 40 uV

GRT
  • Antenna violations before repair: 0
  • Largest net degree at the start of global routing: 6
  • Total GRT Usage: 3.30%
  • First-pass GRT wire length: ~1.8 mm
  • Vias in the first global route: 444
  • Gr ovfl total: 0

Die
  • Rows: 21
  • FP Util: 12.8%
  • Die W: about 80 um
  • Die area: 6400 um2
  • I/O pins: 19
  • Core outline area: around 3400 um2
  • Die height: 80 um

Clocking
  • Post-CTS setup buffer count: 0
==> power breakdown <==
part	total [mW]	switching (mW)	internal (mW)
combinational	0.150	0.0636	0.0865
clock	0	0	0
sequential	0	0	0
total	0.150	0.0636	0.0865
==> worst max path at each step <==
stage         from  to  slack (ns)
finish        b[6]  gr        0.09
global route  b[0]  gr        0.02
CTS           b[3]  gr      0.0009
==> tightest hold or removal path: cells and delay by family <==
family / cells / cell delay [ns]
AOI/OAI and AO/OA: 1 / 0.04
buffers and inverters: 3 / 0.29
adders and majority gates: 1 / 0.15
and+or+nand+nor: 1 / 0.12
==> layout make-up <==
class,count,area share [%]
multi-input combinational,38,56.9
timing repair buffer,29,28.4
inverter,18,7.92
tap,46,6.74
==> repair_timing <==
item | in CTS | in global routing
gates resized | 39 | 4
pin swaps | 8 | 0
cloned | 0 | 0
hold buffers | 0 | 0
endpoints found under the setup margin | 3 | 3
==> placed cells by master, fill, tap and decap left out <==
cell	n
ha_4	7
nand4_1	1
o21a_1	3
dlymetal6s2s_1	2
buf_4	10
nand2_2	1
dlygate4sd2_1	14
a21oi_1	1
inv_1	11
clkdlybuf4s50_1	1
or3b_1	3
a221oi_2	4
mux2_4	2
nand2_1	1
inv_2	7
nor2_1	2
nor3_2	1
buf_2	2
ha_1	9
o211ai_1	2
o21ai_1	1
==> metrics by stage <==
step	cells	utilization [%]	setup WS, ns	instance area [um2]	hold WS (ns)
floorplan	56	-	0.483	438	1.16
global placement	131	22.3	-0.576	761	2.13
detailed placement	131	22.3	-0.584	761	2.15
CTS	131	24.7	0.000949	843	1.70
global route	131	25.0	0.0171	853	1.57
finish	131	25.0	0.0879	853	1.52
==> synth_stat cells, drive strengths merged <==
master and count:
inv 18, ha 16, a221oi 4, o21a 3
or3b 3, mux2 2, nand2 2, nor2 2
o211ai 2, a21oi 1, nand4 1, nor3 1
o21ai 1
==> layer usage <==
layer	track usage, %	vias up
li1	-	247
met1	3.76	205
met2	6.74	6
met3	0.227	0
met4	0	0
met5	0	-
==> kinds of logic (layout without fill, tap and decap cells) <==
family,count (synthesis),after routing,synth area share (%)
compound gates,11,11,21.7
mux,2,2,5.14
simple gates,9,9,12.0
buf+inv,18,47,15.4
fa+ha+maj,16,16,45.7
No activity file was given, so power comes from the tool's default toggle rates.
