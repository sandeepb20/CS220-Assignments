===== flow/run.sh =====
#!/bin/bash
# OpenROAD 26Q1-2900-gdf79404cd8, Yosys 0.63+post, stock flow scripts
make -C /OpenROAD-flow-scripts/flow DESIGN_CONFIG=/design/flow/config.mk WORK_HOME=/design/flow/orfs finish

===== flow/config.mk =====
export PLATFORM = sky130hd
export DESIGN_NAME = eightbit
export DESIGN_NICKNAME = eightbit
export VERILOG_FILES = /design/flow/design.v
export SDC_FILE = /design/flow/constraint.sdc
export NUM_CORES = 4
export LEC_CHECK = 1
export CORE_AREA = 10 10 70 70
export DIE_AREA = 0 0 80 80

===== flow/constraint.sdc =====
current_design eightbit

set clk_period 3.1
set clk_io_pct 0.2

create_clock -name clk0 -period $clk_period

set non_clock_inputs [all_inputs -no_clocks]
set_input_delay [expr $clk_period * $clk_io_pct] -clock clk0 $non_clock_inputs
set_output_delay [expr $clk_period * $clk_io_pct] -clock clk0 [all_outputs]

===== flow/design.v =====
module onebit(a,b,cin,opcode,sum,cout);
input a,b,cin,opcode;
output sum,cout;
assign sum=a^(b^opcode)^cin;
assign cout=(a&cin)|(a&(b^opcode))|((b^opcode)&cin);
endmodule
module eightbit(a,b,opcode,res,cout,flag);  
input [7:0] a,b;
input opcode;
output [7:0] res;
output wire cout, flag;
wire [7:0] carry;
wire cin;
assign cin = opcode;
onebit S0(a[0],b[0],cin,opcode,res[0],carry[0]);
onebit S1(a[1],b[1],carry[0],opcode,res[1],carry[1]);
onebit S2(a[2],b[2],carry[1],opcode,res[2],carry[2]);
onebit S3(a[3],b[3],carry[2],opcode,res[3],carry[3]);
onebit S4(a[4],b[4],carry[3],opcode,res[4],carry[4]);
onebit S5(a[5],b[5],carry[4],opcode,res[5],carry[5]);
onebit S6(a[6],b[6],carry[5],opcode,res[6],carry[6]);
onebit S7(a[7],b[7],carry[6],opcode,res[7],carry[7]);
assign flag = carry[6]^carry[7];
assign cout = carry[7];
endmodule

==> deck_impl_summary.md <==
Implementation Results

Status
  • Status: finished with violations
  • Violated checks: negative setup slack

Worst setup path
  • Crit path DAT: between 3 and 4 ns
  • Worst Path Buf+Inv: 4
  • Worst Setup Start Kind: input port
  • Delay-heaviest family, CP: adder cells
  • CP Capture Type: output pin
  • Worst path most repeated cell: fa_2
  • Crit-path cells: buf_6 > xor2_2 > fa_2 > inv_2 > fa_2 > fa_2 > fa_2 > fa_2 > fa_2 > inv_2 > fa_2 > buf_2
  • Slowest-stage cell, CP: fa_2
  • Critical Path Max Stage Delay: just over 0.4 ns
  • Crit Path Class: in2out
  • WP data required: between 2 and 2.5 ns
  • CP max FO: 2

GRT
  • Total track usage: 0.0310
  • Grt met1 use: 0.0419
  • Grt ovf: 0
  • First-pass GRT wire length: around 1600 um
  • Initial antenna violation count: 0
  • Pin count of the biggest net entering global routing: 5
  • Met2 Track Usage GR: 0.0441
  • Met3 usage: 0.0182
  • Vias in the first global route: between 300 and 400
  • Gr busiest metal: met2

Final timing
  • Max-slew headroom: 0.854
  • Final Max Tran Viols: 0
  • Fmax: 245 MHz
  • Setup ws final: -0.981 ns
  • Setup TNS: -3.58 ns
  • Final period utilization: 1.32
  • Setup Viol. Count Final: 5
  • Worst Max-Slew Pin Slew: between 0.2 and 0.25 ns
  • RSZ-0062 raised after global routing: yes
  • Fin crit period: 4.08 ns
  • Hold Vio Cnt, Final: 0
  • WHS: ~1.9 ns

Route
  • Initial DRC count: 0
  • # DRC: 0
  • Antenna Cells: 0
  • Routed vias/inst: roughly 2.6
  • Pre-Repair DR Iteration Count: 1
  • Antenna Nets Post-Route: 0
  • Routed WL: around 950 um
  • Wire per inst: roughly 8.9 um
  • Via count: 282

Synth
  • Post-synth seq share: 0
  • Area leader share: 0.404
  • Syn Inst Count: 38
  • Distinct lib cells: 7
  • Syn_area_per_cell: between 9 and 10 um2
  • Synth area leaders: fa_1, buf_4, xnor2_1
  • Largest area contributor in the netlist: fa_1
  • Yosys warns: 0
  • Ys cells: 38
  • Synthesized area: approximately 350 um2
  • Yosys stat area: ~350 um2

Min path
  • Worst Hold Class: in2out
  • Hold path depth: 4
  • Hold Path End: res[0]
  • HP Start: b[0]

Finish
  • P&R area growth vs syn: 85.9%
  • Sequential cell count: 0
  • Share of cells above drive strength 1: 0.492
  • Non-filler cells, final: roughly 110
  • Final instance area: approximately 640 um2
  • Reg area: 0 um2
  • Clock buf count: 0

Floorplanning
  • Std cell rows: 21
  • # IOs: 27
  • Initial Utilization: 0.101
  • Die area: 0.00640 mm2
  • Die width: roughly 80 um
  • CORE AREA: 0.00342 mm2
  • Die span in y: around 80 um

Pwr
  • Sw Pwr: around 0.046 mW
  • LEAKAGE: between 0.2 and 0.3 nW
  • Clock group share of total power: 0
  • Internal cell power: 0.0848 mW
  • VDD IR-drop max: slightly below 0.00007 V
  • Net switching fraction of the power: 0.350
  • Share of power burned in registers: 0
  • Combinational share of power: 1.000
  • Power per Cell Area: approximately 200 mW/mm2
  • Total Power: ~0.13 mW

Flow run
  • Max-cap viol count: 0
  • Tool warnings: 35

Clocking
  • Setup Buffers After CTS: 0
  • Hold-fix buffers, CTS: 0

Placed design
  • DP Area: approximately 670 um2
  • Routability cong.: ~0.78
  • Final HPWL DP: a little over 900 um
  • Placed insts: roughly 110
  • Port buffer count: 27
## timing repair
action                                  4_1_cts  5_1_grt
endpoints found under the setup margin        8        6
resized                                      46        4
pin swaps                                     8        9
## worst max path at each step
stage | slack (ns) | endpoint | depth (start not counted) | from
after global routing | -1.10 | res[7] | 12 | b[1]
after CTS | -1.29 | res[7] | 12 | b[0]
final | -0.98 | res[7] | 12 | b[1]
## power groups by stage
| stage | clock network [mW] | logic (mW) | registers (mW) |
|---|---|---|---|
| CTS | 0 | 0.136 | 0 |
| global route | 0 | 0.154 | 0 |
| finish | 0 | 0.130 | 0 |
## layer usage
layer | share of wire | wire length [um]
met2 | 0.39 | 375
met3 | 0.17 | 161
met4 | 0 | 0
met5 | 0 | 0
met1 | 0.44 | 416
## layout make-up
type	count	area, um2
Inverter	12	45.0
Tap cell	46	57.6
Fill cell	381	2770
Timing Repair Buffer	32	275
Multi-Input combinational cell	17	267
## cells in the final DEF (no fill, tap or decap), drive strengths merged
master,count
buf,15
clkdlybuf4s50,13
dlygate4sd2,3
dlymetal6s2s,1
fa,7
inv,12
mux2,1
xnor2,6
xor2,3
## logic make-up after synthesis
kind of cell | synth area share
adder cells (fa/ha/maj) | 0.404
multiplexers | 0.0325
XOR/XNOR | 0.227
buffers and inverters | 0.336
## worst min-delay path, stage by stage
cell,delay [ns]
buf_6,0.07
buf_4,0.09
xor2_1,0.05
clkdlybuf4s50_1,0.40
## synth_stat cells
cell type / instances
buf_6: 1
xor2_1: 3
inv_1: 12
fa_1: 7
buf_4: 8
xnor2_1: 6
mux2_2: 1
## stage by stage
stage | utilization | worst slack, ns
final | 0.189 | -0.981
after global routing | 0.189 | -1.10
after detailed placement | 0.195 | -1.85
after CTS | 0.186 | -1.29
after floorplan | - | -0.952
after global placement | 0.195 | -1.84
Power figures rest on the tool's default switching activity, not on a simulated workload.
